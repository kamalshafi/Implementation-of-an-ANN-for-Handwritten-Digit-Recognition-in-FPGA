==> flow/design.v <==
`timescale 1ns / 1ps
module Mult(
input signed [7:0]X,
input signed [7:0]W,
output signed [15:0]O
    );
    assign O= X*W;
endmodule
`timescale 1ns / 1ps
module adder16(
input signed[15:0]A,
input signed[15:0]B,
output signed[16:0]Sum
    );
assign Sum=A+B; 
endmodule
`timescale 1ns / 1ps
module adder17(
input signed [16:0]A,
input signed [16:0]B,
output signed [17:0]Sum
    );
    assign Sum=A+B;
endmodule
`timescale 1ns / 1ps
module adder18(
input signed[17:0]A,
input signed[17:0]B,
output signed[18:0]Sum
    );
    assign Sum=A+B;
endmodule
`timescale 1ns / 1ps
module adder19(
input signed[18:0]A,
input signed[18:0]B,
output signed[19:0]Sum
    );
    assign Sum=A+B;
endmodule
`timescale 1ns / 1ps
module mac_1(
input [127:0] pixels,
input [127:0] weights,
input clk,
output [19:0] sum
    );
wire [255:0] p;
wire [135:0] s1;
wire [71:0] s2;
wire [37:0] s3;
reg [127:0]pixels1;
reg [127:0]weights1;
reg [255:0]p1;
wire[19:0]sum1;
reg[19:0]sum;
genvar i;
generate
for (i=0;i<=15;i=i+1)
Mult m1(pixels1[(127-8*i):(127-8*i-7)],weights1[(127-8*i):(127-8*i-7)],p[(255-16*i):(255-16*i-15)]);
endgenerate
genvar k;
generate
for (k=0;k<=7;k=k+1)
adder16 a1(p1[(255-16*2*k):(255-16*2*k-15)],p1[(255-16*(2*k+1)):(255-16*(2*k+1)-15)],s1[(135-17*k):(135-17*k-16)]);
endgenerate
adder17 adder17_1 (s1[135:119], s1[118:102], s2[71:54]);
adder17 adder17_2 (s1[101:85], s1[84:68], s2[53:36]);
adder17 adder17_3 (s1[67:51], s1[50:34], s2[35:18]);
adder17 adder17_4 (s1[33:17], s1[16:0], s2[17:0]);
adder18 adder18_1 (s2[71:54], s2[53:36], s3[37:19]);
adder18 adder18_2 (s2[35:18], s2[17:0], s3[18:0]);
adder19 adder19_1 (s3[37:19], s3[18:0], sum1);
always@(posedge clk)
begin
p1<=p;
pixels1<=pixels;
weights1<=weights;
sum<=sum1;
end
endmodule
==> flow/run.sh <==
#!/bin/bash
# OpenROAD 26Q1-2900-gdf79404cd8, Yosys 0.63+post, stock flow scripts
make -C /OpenROAD-flow-scripts/flow DESIGN_CONFIG=/design/flow/config.mk WORK_HOME=/design/flow/orfs finish
==> flow/config.mk <==
export PLATFORM = sky130hd
export DESIGN_NAME = mac_1
export DESIGN_NICKNAME = mac_1
export VERILOG_FILES = /design/flow/design.v
export SDC_FILE = /design/flow/constraint.sdc
export NUM_CORES = 4
export LEC_CHECK = 1
export CORE_UTILIZATION = 30
==> flow/constraint.sdc <==
current_design mac_1

set clk_period 6.8
set clk_io_pct 0.2

create_clock -name clk0 -period $clk_period [get_ports {clk}]

set non_clock_inputs [all_inputs -no_clocks]
set_input_delay [expr $clk_period * $clk_io_pct] -clock clk0 $non_clock_inputs
set_output_delay [expr $clk_period * $clk_io_pct] -clock clk0 [all_outputs]
==> GITHUB_STEP_SUMMARY <==
## PnR job results

| Metric | Value |
|---|---|
| Via count | 35512 |
| Ys cells | 5556 |
| Final core utilization | 34.6% |
| Fmax | 184 MHz |
| Iteration tally of the first detailed-router pass | 5 |
| Synthesized area | 56500 um2 |
| Hold Path Depth | 1 |
| GP Congestion | 0.898 |
| Post-route DRC | 0 |
| Root Buffer | clkbuf_16 |
| Die height | 436 um |
| Setup CP Type | register to register |
| Number of synthesized register bits | 532 |
| Core Footprint | 186000 um2 |
| Synth Seq Share | 18.9% |
| Port bufs | 276 |
| Post_cts resized | 0 |
| R2r worst-path depth | 18 |
| Worst-path maximum fanout | 3 |
| XOR/XNOR Area Share | 4.24% |
| Adders+Majority by Area | 50.3% |
| Fin cells | 8415 |
| Min Hold Slack | 0.481 ns |
| Num ports | 277 |
| Core Rows | 158 |
| Flip-flops with a built-in enable | 0 |
| Met2 Resource Use GR | 23.9% |
| DR vias/cell | 4.22 |
| DR WL/cell | 15.6 um |
| Post-synthesis chip area from yosys | 56500 um2 |
| Fillcell total | 18494 |
| Layout Skew | 0.0548 ns |
| Simple-gate share of the synthesized area | 13.1% |
| Outcome | complete, no violations |
| Clk sink count | 532 |
| WP data required | 7.42 ns |
| Mux area share | 0.146% |
| Vias in the first global route | 39263 |
| Largest net degree at the start of global routing | 16 |
| Max cap viols | 0 |
| Hold Path Class | register to register |
| RSZ-0062 raised after global routing | false |
| # placed instances | 8301 |
| Final WL | 131000 um |
| Chip area | 190000 um2 |
| Slowest stage delay, CP | 0.54 ns |
| Initial antenna violation count | 32 |
| DP HPWL | 115000 um |
| Most numerous logic cell after layout | inv_1 |
| Worst Tran Pin Value | 0.619 ns |
| CTS max path bufs | 3 |
| Critical path launch point type | register |
| Total GRT Usage | 15.3% |
| Syn_area_per_cell | 10.2 um2 |
| Post-CTS Setup Repair Bufs | 0 |
| 1st-iter DRT viols | 1116 |
| Log Warnings | 25 |
| CP cell instances | inv_1 > fa_1 > fa_1 > inv_1 > fa_1 > fa_1 > fa_1 > inv_1 > fa_1 > inv_1 > ha_1 > fa_1 > a21o_1 > a31o_2 > nor2_1 > o31ai_1 > o31ai_1 > xnor2_1 |
| Placed Area | 62300 um2 |
| Yosys warns | 1 |
| Num CTS Buffers | 61 |
| CTS tree | yes |
| Final setup violation count | 0 |
| Init Core Util | 30.3% |
| Most used DFF post-synth | dfxtp_1 |
| Met3 usage | 6.87% |
| Layout cells sized above 1 | 2.19% |
| Chip width | 436 um |
| Yosys aoi share | 3.65% |
| Most frequent cells in the layout | inv_1 (1457), fa_1 (1112), and2_1 (620), dfxtp_1 (532), ha_1 (489) |
| Crit path DAT | 6.05 ns |
| Gate Count Post-Synth | 5556 |
| Async set or reset register ratio after synthesis | 0% |
| Max_slew headroom | 57.7% |
| M1 GR Usage | 19.5% |
| Clk latency late pin | 0.70 ns |
| Distinct cells, synth | 58 |
| Total gr overflow | 0 |
| GR peak layer | met2 |
| Fin. max-slew vios | 0 |
| Most frequent CP cell | fa_1 |
| Fin crit period | 5.42 ns |
| Crit path capture type | register |
| Layout area overhead | 14.2% |
| Post-layout period usage | 79.8% |
| CP max-delay cell | fa_1 |
| Comb area leader | adder cells |
| Fin area | 64500 um2 |
| Hold buffer count at cts | 0 |
| Global-route wire length before repair | 216000 um |
| Final Hold Violating Endpoints | 0 |
| Htree depth | 2 |
| Final antenna-violating net count | 0 |
| Reg clk slew, reported paths | 0.06 ns |
| Setup total negative slack | 0 ns |
## Yosys cell counts, drive strengths merged (2+ instances only)
| cell | n | area [um2] |
|---|---|---|
| fa | 1112 | 22300 |
| clkbuf | 11 | 41.3 |
| nor4 | 4 | 25.0 |
| or4 | 5 | 37.5 |
| a311oi | 6 | 76.3 |
| a31oi | 19 | 119 |
| xnor2 | 219 | 1920 |
| o2bb2ai | 2 | 36.3 |
| o21bai | 10 | 75.1 |
| nand4b | 3 | 26.3 |
| o31ai | 5 | 37.5 |
| ha | 489 | 6120 |
| mux2 | 2 | 22.5 |
| mux2i | 6 | 60.1 |
| o311ai | 7 | 61.3 |
| o211ai | 7 | 52.6 |
| nor3 | 30 | 150 |
| nor2 | 101 | 379 |
| or3 | 13 | 81.3 |
| o22ai | 7 | 43.8 |
| nand4 | 18 | 113 |
| nor2b | 71 | 444 |
| nand2 | 342 | 1280 |
| a221oi | 3 | 32.5 |
| nand3b | 5 | 37.5 |
| a31o | 3 | 26.3 |
| o21ai | 54 | 270 |
| and2 | 620 | 3880 |
| a2111oi | 6 | 53.8 |
| a211oi | 7 | 62.6 |
| inv | 1457 | 5470 |
| nor4b | 4 | 35.0 |
| nand2b | 117 | 732 |
| and3 | 9 | 56.3 |
| xor2 | 52 | 455 |
| a21oi | 107 | 543 |
| a311o | 8 | 80.1 |
| o21a | 15 | 113 |
| dfxtp | 532 | 10700 |
| o311a | 3 | 30.0 |
| nand3 | 11 | 55.1 |
| or2 | 8 | 50.1 |
| a21o | 40 | 300 |
## registers in the layout, indices dropped and copies added, names as in the netlist
register	cells
p1	256
pixels1	128
weights1	128
sum	20
## final timing paths
kind                start      end  slack, ns
hold / removal    p1[240]   sum[0]       0.48
setup / recovery  p1[226]  sum[16]       1.38
hold reg to reg   p1[240]   sum[0]       0.48
setup reg to reg  p1[226]  sum[16]       1.38
## stage by stage
step / setup slack [ns]
2_1_floorplan: 1.66
3_3_place_gp: 1.34
3_5_place_dp: 1.33
4_1_cts: 1.33
5_1_grt: 1.18
6_report: 1.38
## kinds of logic (layout without fill, tap and decap cells)
logic type	Yosys count	after routing
AND-OR/OR-AND	314	314
XOR/XNOR	272	272
adder cells (fa/ha/maj)	1601	1601
buffers and inverters	1468	1846
flip-flops	532	532
multiplexers	8	8
other	0	1
AND/OR/NAND/NOR	1361	1361
## area by class of cell
type                            instances  area, um2  share of cell area, %
Multi-Input combinational cell       3556      40300                   62.5
Sequential cell                       532      10700                   16.5
Inverter                             1457       5470                   8.48
Tap cell                             2480       3100                   4.81
Timing Repair Buffer                  276       2760                   4.29
Clock buffer                           72       1630                   2.53
Clock inverter                         41        548                  0.850
Antenna cell                            1       2.50                0.00388
## critical path, delay by kind of cell, from the launching register on
family,cells,cell delay (ns)
AND/OR/NAND/NOR,1,0.13
XOR/XNOR,1,0.14
buffers and inverters,4,0.20
AND-OR/OR-AND,4,0.93
adder cells (fa/ha/maj),8,3.66
flip-flops,1,0.31
## per-layer routing
layer / part of all wire [%] / wire length [um] / up-vias
met5: 0.13 / 177 / -
met4: 4.1 / 5410 / 28
met3: 10 / 13500 / 175
met2: 46 / 60500 / 851
met1: 39 / 51800 / 17405
li1: - / - / 17053
