## flow/config.mk

```make
export PLATFORM = sky130hd
export DESIGN_NAME = acc_1
export DESIGN_NICKNAME = acc_1
export VERILOG_FILES = /design/flow/design.v
export SDC_FILE = /design/flow/constraint.sdc
export NUM_CORES = 4
export LEC_CHECK = 1
export CORE_UTILIZATION = 50
```

## flow/run.sh

```bash
#!/bin/bash
# OpenROAD 26Q1-2900-gdf79404cd8, Yosys 0.63+post, stock flow scripts
make -C /OpenROAD-flow-scripts/flow DESIGN_CONFIG=/design/flow/config.mk WORK_HOME=/design/flow/orfs finish
```

## flow/design.v

```verilog
`timescale 1ns / 1ps
module Acc_CRT(
input clk,
input reset,
output sel,
output en
    );
    reg [1:0]curr_state, nxt_state;
    parameter s0= 2'b00;
    parameter s1= 2'b01;
    parameter s2= 2'b10;
    parameter s3= 2'b11;
    always@(posedge clk)  
    begin
    if(reset)
    curr_state=s0;
    else
    curr_state=nxt_state;
    end
    always@(curr_state)  
    begin
    case(curr_state)
    s0:nxt_state=s1;
    s1:nxt_state=s2;
    s2:nxt_state=s3;
    s3:nxt_state=s0;
    endcase 
    end
    assign sel=(curr_state==s0)?1'b1:1'b0;
    assign en=(curr_state==s3)?1'b1:1'b0;
endmodule
`timescale 1ns / 1ps
module acc_1(
input [19:0]mac_in,
input[7:0]b,
input clk,
input reset,
output [21:0]acc_out
    );
    reg[21:0]mux_out,acc_reg;
    reg[21:0]acc_out; 
    wire [21:0]b_ext,sum;
    wire en,sel;
     assign b_ext={{14{b[7]}},b};  
    adder22 a1(mac_in, mux_out,sum);
    Acc_CRT c1(clk,reset,sel,en);
    always @(posedge clk) 
    begin
    if(en)
    acc_out<=sum;
    end
    always@(posedge clk)
    acc_reg<=sum;
    always@(*) 
    begin
    if(sel)
    mux_out=b_ext;
    else
    mux_out=acc_reg;
    end
endmodule
`timescale 1ns / 1ps
module adder22(
input signed [19:0]A,
input signed [21:0]B,
output signed [21:0]O
    );
    assign O=A+B;
endmodule
```

## flow/constraint.sdc

```tcl
current_design acc_1

set clk_period 8.3
set clk_io_pct 0.2

create_clock -name clk0 -period $clk_period [get_ports {clk}]

set non_clock_inputs [all_inputs -no_clocks]
set_input_delay [expr $clk_period * $clk_io_pct] -clock clk0 $non_clock_inputs
set_output_delay [expr $clk_period * $clk_io_pct] -clock clk0 [all_outputs]
```

==> impl_metrics.yaml <==
# physical design summary
run_status:
  status: "finished clean"
flow_run:
  maxCapViolCount: 0
  warnings: 26
synthesis:
  top_area_cell: "edfxtp_1"
  synth-main-ff-cell: "dfxtp_1"
  synth_cells: 228
  area_leaders: "edfxtp_1 (27%), dfxtp_1 (21%), ha_1 (11%)"
  syn_area_per_cell_um2: 10.7
  synth_flops: 48
  simple_gate_share_pct: 7.83
  async_flop_share_pct: 0
  yosys_warnings: 2
  adder_share_pct: 11.6
  synth.cell_area_um2: 2430
  top_area_share_pct: 27.2
  ys_area_um2: 2430
  common_cells: "dfxtp_1 (26), inv_1 (23), edfxtp_1 (22), ha_1 (21)"
  synth_xor_xnor_area_share_pct: 7.57
  mux_area_share_pct: 3.19
  synth-edff-count: 22
  ys_top_logic_family: "AND-OR/OR-AND gates"
  yosys.area_share.aoi_pct: 17.1
  ys_types: 35
  yosysCellCount: 228
  ys_seq_share_pct: 48.6
  top_cell: "dfxtp_1"
floorplan:
  core_util_floorplan_pct: 53.9
  core_um2: 4500
  dieArea_um2: 5140
  io_pins: 52
  chipWidth_um: 71.7
  rows: 24
  die_h_um: 71.7
final_timing:
  period_minus_slack_ns: 4.42
  tns_ns: 0
  finClkSkew_ns: 0.00799
  setup_viol: 0
  rsz0062_at_grt: "false"
  drv_slew: 0
  relSlewSlack_pct: 68.3
  max_freq_mhz: 226
  hold_viol: 0
  period_used_pct: 53.3
  tightest_slew_ns: 0.474
route:
  ant_nets: 0
  wl_met1_um: 2110
  drt-total-wl_um: 4440
  vias: 1780
  wire_per_inst_um: 13.1
  viasPerCell: 5.27
  drtIter0Drc: 90
  wl_met2_um: 2060
  wl_met3_um: 227
  highest_layer: "met4"
  drc_errors: 0
  dr.pass1.iters: 4
  route.antenna.diode_count: 0
grt:
  globalRouteTotalUtil_pct: 19.1
  grt_pass1_wl_um: 7330
  grt_pass1_vias: 1683
  grt_max_degree: 24
  antenna_found_initial: 0
  grt_overflow_total: 0
worst_setup_path:
  path_max_fanout: 15
  cp.required_ns: 8.36
  critPathKind: "input port to flip-flop"
  critPathLaunchType: "input port"
  endpoint_kind: "flip-flop"
  cp.arrival_ns: 4.48
final_layout:
  drive_gt1_share_pct: 8.39
  fillerInstances: 368
  area_growth_pct: 29.1
  final_cells: 338
clock_network:
  ctsHoldBuffers: 0
  cts_sinks: 48
  root_buffer: "clkbuf_8"
  path_clk_slew_ns: 0.09
  cts_tree: "built"
  insertion_delay_ns: 0.30
  postCtsSetupBuffers: 0
  cts-resized-gates: 0
  numCtsBuffers: 5
  cts_buffer_depth: 2
  htreeDepth: 2
placed_design:
  gp_congestion: 0.879
  hpwl_um: 3190
  placed_cells: 330
  port-buffer-count: 51
min_path:
  hold_class: "flip-flop to flip-flop"
power_and_ir_drop:
  leakage_nw: 1.32
  power_density_nw_per_um2: 269
  irDropWorstVdd_v: 0.000172
placed cells by master, fill, tap and decap left out, types with 7 or more instances in the layout:
| cell | count |
|---|---|
| a21o_1 | 8 |
| a21oi_1 | 19 |
| clkbuf_8 | 7 |
| clkdlybuf4s50_1 | 51 |
| dfxtp_1 | 26 |
| edfxtp_1 | 22 |
| ha_1 | 21 |
| inv_1 | 23 |
| nand2_1 | 11 |
| nor2_1 | 9 |
| o21ai_0 | 19 |
| xnor2_1 | 13 |
| xor2_1 | 8 |
worst max-delay path, cell delays in order:
cell             delay (ns)
clkdlybuf4s50_1        0.39
nand2_1                0.36
o21ai_0                0.19
ha_1                   0.38
a21oi_1                0.26
o21bai_1               0.13
o311ai_2               0.28
a21oi_1                0.16
a221o_1                0.42
o21ai_2                0.15
xnor2_1                0.10
cells by family (layout without fill, tap and decap cells):
logic type	count (synthesis)	count (layout)
AND-OR/OR-AND	65	65
XOR/XNOR	21	21
adder cells (fa/ha/maj)	22	22
buffers and inverters	26	84
flip-flops	48	48
multiplexers	7	7
AND/OR/NAND/NOR	39	39
worst paths after layout:
kind | startpoint | to | slack (ns) | cells after the start
min reg2reg | c1.curr_state[1] | c1.curr_state[3] | 0.44 | 1
max | b[7] | acc_out[21] | 3.88 | 11
min | c1.curr_state[1] | c1.curr_state[3] | 0.44 | 1
max reg2reg | c1.curr_state[0] | acc_out[21] | 5.03 | 10
cell type report:
class	instances	area (um2)	area share, %
inverters	23	86.3	2.75
well taps	52	65.1	2.08
repair buffers	53	526	16.8
clock buffers	7	96.3	3.07
flip-flops and latches	48	1180	37.7
clock inverters	1	30.0	0.958
multi-input cells	154	1150	36.7
where the power goes:
| group | leakage, nW | switching, mW | internal [mW] |
|---|---|---|---|
| Sequential | 0.419 | 0.0151 | 0.332 |
| Clock | 0.0645 | 0.0746 | 0.106 |
| Combinational | 0.834 | 0.169 | 0.145 |
routing by layer:
layer  GRT usage, %  vias up
met5              0        -
met4           1.96        0
met3           3.57        4
met2           30.5       50
met1           30.0      802
li1               -      924
through the flow:
step	utilization (%)	hold WS (ns)	setup slack (ns)	total power, mW	cell area (um2)
3_5_place_dp	66.8	0.422	3.56	0.663	3010
5_1_grt	69.6	0.460	3.66	0.902	3130
4_1_cts	69.6	0.443	3.88	0.846	3130
2_1_floorplan	-	0.414	4.43	0.587	2430
3_3_place_gp	66.8	0.421	3.63	0.662	3010
6_report	69.6	0.440	3.88	0.842	3130
Power is estimated from default activity; no workload was simulated.
